$ cat flow/config.mk
export PLATFORM = sky130hd
export DESIGN_NAME = Rec_unit
export DESIGN_NICKNAME = Rec_unit
export VERILOG_FILES = /design/flow/design.v
export SDC_FILE = /design/flow/constraint.sdc
export NUM_CORES = 4
export LEC_CHECK = 1
export CORE_AREA = 10 10 92 92
export DIE_AREA = 0 0 102 102
$ cat flow/constraint.sdc
current_design Rec_unit

set clk_period 2.1
set clk_io_pct 0.2

create_clock -name clk0 -period $clk_period [get_ports {clk}]

set non_clock_inputs [all_inputs -no_clocks]
set_input_delay [expr $clk_period * $clk_io_pct] -clock clk0 $non_clock_inputs
set_output_delay [expr $clk_period * $clk_io_pct] -clock clk0 [all_outputs]
$ cat flow/design.v
interface golden_inter_ref (clk);
parameter DATA_WIDTH = 32;
input bit clk;
logic rst_n, no_order;
logic [DATA_WIDTH-1:0] received_data;
logic [11:0] outputDAC;
modport DUT_gold (
input clk,rst_n,received_data,
output no_order,outputDAC
);
endinterface
interface sonar_inter(clk);
parameter DATA_WIDTH = 32;
parameter FIFO_DATA=25;
    input bit clk;          
    logic rst_n;                      
    logic [6:0] read_add;           
    logic [DATA_WIDTH-1:0] received_data; 
    logic rd_en;                    
    logic [FIFO_DATA-1:0] read_data; 
    logic no_order;                 
    logic [11:0] outputDAC;         
 modport dut_mp (
        input clk,
        input rst_n,
        input  read_add,
        input  received_data,
        input rd_en,
        output  read_data,
        output no_order,
        output outputDAC
    );
endinterface 
module Rec_unit (rst_n,clk,rec_en,buf_in,order_come,send_enB,AXI_OUT,order_full,sending,no_order,ramadd,valid,on,off);
parameter FIFO_DATA = 25;
parameter ORDER_IMGS = 50;
input  rst_n,clk,valid,on,off;
input  rec_en;  
input  [FIFO_DATA-1:0] buf_in;  
input order_come;  
output send_enB;  
output [FIFO_DATA-1:0] AXI_OUT;  
output order_full;  
output sending;  
output no_order;  
output [6:0] ramadd; 
reg send_enB_tmp,sending_tmp;
reg [FIFO_DATA-1:0] AXI_OUT_tmp;
reg [6:0] ramadd_tmp;
reg [2:0] order_count; 
reg [5:0] imgs_rec;  
reg [5:0] imgs_sent;  
wire finish_order; 
always @(posedge clk or negedge rst_n) begin
    if(!rst_n) begin
        order_count<=0;
    end
    else begin
        if(order_come) begin
            if(order_count==5)begin
                if(finish_order)begin
                    order_count<=4;
                end
                else begin
                order_count<=5;
                end
            end
            else if(finish_order)begin
               order_count<=order_count; 
            end
            else begin
            order_count<=order_count+1;
            end
        end
        else if(finish_order)begin
            order_count<=order_count-1;
        end
    end
end
always @(posedge clk or negedge rst_n) begin
    if(!rst_n)begin  
        send_enB_tmp<=0;
        AXI_OUT_tmp<=0;
        imgs_rec<=0;
    end
    else if (rec_en&&on&&!off&&(order_count>0)&&valid) begin
            if(imgs_rec==ORDER_IMGS)begin
                send_enB_tmp<=0;
                imgs_rec<=0;
            end
            else begin
                send_enB_tmp<=1;
                imgs_rec<=imgs_rec+1;
            end
        end
    end
always @(posedge clk or negedge rst_n) begin
    if(!rst_n) begin
        AXI_OUT_tmp<=0;
        imgs_sent<=0;
        sending_tmp<=0;
        ramadd_tmp<=0;
    end
    else if(rec_en&&on&&!off&&(order_count>0)&&valid)begin
        if(imgs_sent==ORDER_IMGS)begin
            imgs_sent<=0;
            sending_tmp<=0;
        end
        else begin
            sending_tmp<=1;
            imgs_sent=imgs_sent+1;
        end
        AXI_OUT_tmp<=buf_in;
        if(ramadd_tmp==99)begin
            ramadd_tmp<=0;
        end
        else begin
        ramadd_tmp<=ramadd_tmp+1;            
        end
    end
end
assign finish_order = (imgs_sent==ORDER_IMGS) ? 1 : 0;
assign order_full = (order_count==5)? 1 : 0;
assign send_enB = send_enB_tmp;
assign sending = sending_tmp;
assign no_order = (!rst_n) ? 1 : (order_count==0) ? 1 : 0;
assign AXI_OUT = AXI_OUT_tmp;
assign ramadd=ramadd_tmp;
endmodule  
$ cat flow/run.sh
#!/bin/bash
# OpenROAD 26Q1-2900-gdf79404cd8, Yosys 0.63+post, stock flow scripts
make -C /OpenROAD-flow-scripts/flow DESIGN_CONFIG=/design/flow/config.mk WORK_HOME=/design/flow/orfs finish
==> CHANGELOG.md <==
### Metrics

- Status: finished, final reports clean
- Die height: 102 um
- Commonest flop: dfrtp_1
- Cycle use final: 0.9550
- LEAKAGE: 0.8936 nW
- Antenna violations before repair: 0
- CP peak stage delay: 0.46 ns
- Area growth syn-to-layout: 15.72%
- Worst path cell trace: inv_2, ha_2, nand2_1, inv_1, clkdlybuf4s50_1
- Yosys cell types: 42
- TritonCTS buffer count: 3
- Post-synth ARST share: 1.000
- Cell Area, Synth: 1560 um^2
- DRC: 0
- XORs/XNORs by Area: 0.02807
- Vias: 1102
- CP Class: reg2out
- Routed WL: 2978 um
- Global-route wire length before repair: 4871 um
- Count of library flops with an enable pin: 0
- CTS tree: done
- Critical path data arrival time: 1.59 ns
- OpenROAD warning count: 56
- Late-Pin Clk Latency: 0.27 ns
- First-pass DRT Iterations: 4
- Worst hold path class: reg2reg
- Post-route setup TNS: 0 ns
- Max Cap Viol: 0
- Reg2Reg Setup Slack: 0.53 ns
- Yosys synthesis chip area: 1560 um^2
- Final setup vio count: 0
- Layout Cells excl Fill: 261
- Hold EP: send_enB_tmp$_DFFE_PN0P_
- Comb area leader: simple AND/OR/NAND/NOR gates
- Placed Area: 1710 um^2
- Setup Skew: 0.007164 ns
- Ao+oa area frac: 0.1051
- Worst Path Max Fanout: 4
- Largest net degree at the start of global routing: 25
- Mux contribution to synthesized area: 0.02165
- Final core area utilization: 0.2795
- Max-slew violation count: 0
- Min cycle time layout: 2.006 ns
- # Cells Yosys: 164
- Worst EP required: 1.68 ns
- DR WL/cell: 11.41 um
- Clock transition at path regs: 0.09 ns
- Drt via density: 4.222
- Gr ovfl total: 0
- CTS sink cnt: 24
- Core Region: 6459 um^2
- Power Density: 947.1 nW/um^2
- H-Tree Depth: 1
- Register area share after synthesis: 0.3849
- Adders+Majority by Area: 0.08019
- Non-Filler Cell Area, Final: 1805 um^2
- Reg-to-Reg Start: order_count[0]$_DFFE_PN0P_
- Layout cells sized above 1: 0.1304
- Tot GR Track Use: 0.05575
- Post-placement cell count: 255
- Crit path capture type: output port
- Die Area: 10400 um^2
- Simple share: 0.2189
- Hold Crit Depth: 2
- RSZ-0062 raised after global routing: false
- Number of core rows: 29
- IO Count: 68
- Hpwl dp: 2255 um
- Peak VDD IR: 0.3983 mV
- Logic depth of the worst register-to-register path: 6
- Crit path max-delay cell type: clkdlybuf4s50_1
- RD Place Congestion: 0.8479
- Avg Synthesized Cell Area: 9.514 um^2
- Detailed router's first-iteration violation count: 35
- Setup crit start kind: flip-flop
- Yosys warning total: 51
- Root buffer cell: clkbuf_8
- Vias in the first global route: 1026
- Antenna Violating Nets Remaining: 0
- Initial Util: 0.2416
- Gate Count Post-Synth: 164
- Achievable clock frequency: 498.6 MHz
- #FFs+latches synth: 24
- # diodes: 0
- Hold_sp: send_enB_tmp$_DFFE_PN0P_
- Chip Width: 102 um
- Port Buffer Count: 17
- Clock tree buffer depth: 2
- Reg-to-reg endpoint: imgs_sent[2]$_DFFE_PN0P_
- Final hold vios: 0
-- state kept, by name, summed over array words and instances, names as in the netlist --
register / cells
imgs_rec: 6
imgs_sent: 6
order_count: 3
ramadd_tmp: 7
send_enB_tmp: 1
sending_tmp: 1
-- how the worst max path moves through the flow --
stage / startpoint / to / slack (ns) / cells past startpoint
final: order_count[1]$_DFFE_PN0P_ / order_full / 0.09 / 5
after global routing: order_count[1]$_DFFE_PN0P_ / order_full / 0.007 / 5
after CTS: order_count[0]$_DFFE_PN0P_ / no_order / 0.02 / 5
-- layer usage --
layer | vias up | track usage | wire length (um)
met5 | - | 0 | 0
met4 | 0 | 0.006508 | 40
met3 | 2 | 0.01909 | 159
met2 | 29 | 0.08049 | 1290
met1 | 515 | 0.08130 | 1487
li1 | 556 | - | -
-- synthesized netlist by cell type (all sizes together) (2+ instances only) --
| cell | n | share of area |
|---|---|---|
| a21oi | 2 | 0.0064 |
| inv | 9 | 0.022 |
| nor2 | 10 | 0.024 |
| xnor2 | 2 | 0.011 |
| mux2 | 3 | 0.022 |
| xor2 | 3 | 0.017 |
| and2b | 2 | 0.010 |
| nand2 | 21 | 0.051 |
| o21ai | 8 | 0.026 |
| nand2b | 2 | 0.013 |
| nand4 | 3 | 0.022 |
| nor4bb | 2 | 0.017 |
| buf | 27 | 0.13 |
| ha | 10 | 0.080 |
| dfrtp | 24 | 0.38 |
| and4 | 2 | 0.014 |
| and3 | 2 | 0.0080 |
| nand3 | 11 | 0.035 |
| o22ai | 2 | 0.0080 |
| a21o | 3 | 0.014 |
-- through the flow --
stage | power, W | setup slack (ns) | hold slack (ns)
2_1_floorplan | 0.001072 | 0.6173 | 0.1244
3_3_place_gp | 0.001283 | 0.1926 | 0.4666
3_5_place_dp | 0.001288 | 0.1811 | 0.4704
4_1_cts | 0.001717 | 0.01771 | 0.4898
5_1_grt | 0.001864 | 0.007017 | 0.5258
6_report | 0.001710 | 0.09448 | 0.4916
-- cell families after synthesis --
| family | after synthesis |
|---|---|
| other cells | 1 |
| flops | 24 |
| mux | 3 |
| xor+xnor | 5 |
| buf+inv | 37 |
| compound gates | 24 |
| simple gates | 60 |
| fa+ha+maj | 10 |
-- repair_timing --
action,in CTS,in global routing
pin swaps,0,0
endpoints found under the setup margin,1,2
buffers inserted,1,1
endpoints found under the hold margin,0,0
resized,0,6
hold buffers,0,0
-- power by group --
part / internal [W] / total, W / switching, W / leakage [nW]
sequential: 0.000586 / 0.000742 / 0.000156 / 0.297
clock: 0.000255 / 0.000402 / 0.000148 / 0.0357
combinational: 0.000326 / 0.000566 / 0.000239 / 0.561
-- final cells by class --
| class | instances | area [um^2] |
|---|---|---|
| repair buffers | 20 | 195.2 |
| clock inverters | 1 | 30.03 |
| inverters | 9 | 33.78 |
| well taps | 77 | 96.34 |
| flip-flops and latches | 24 | 601.8 |
| multi-input cells | 127 | 807.0 |
| fillers | 672 | 4653 |
| clock buffers | 3 | 41.29 |
-- critical path, delay by kind of cell (launching register included) --
family	cells	cell delay, ns
simple gates	1	0.10
flops	1	0.41
fa+ha+maj	1	0.19
buf+inv	3	0.62
-- layout by cell type (no fill, tap or decap), drive strengths merged, types with 3 or more instances in the layout --
cell type / n
clkdlybuf4s50: 16
o21ai: 8
nor2: 10
nand2: 21
dfrtp: 24
inv: 9
buf: 3
xor2: 3
conb: 25
nand3: 11
ha: 10
nand4: 3
clkbuf: 3
mux2: 3
a21o: 3
Power figures rest on the tool's default switching activity, not on a simulated workload.
