==> design/flow/design.v <==
interface golden_inter_ref (clk);
parameter DATA_WIDTH = 32;
input bit clk;
logic rst_n, no_order;
logic [DATA_WIDTH-1:0] received_data;
logic [11:0] outputDAC;
modport DUT_gold (
input clk,rst_n,received_data,
output no_order,outputDAC
);
endinterface
interface sonar_inter(clk);
parameter DATA_WIDTH = 32;
parameter FIFO_DATA=25;
    input bit clk;          
    logic rst_n;                      
    logic [6:0] read_add;           
    logic [DATA_WIDTH-1:0] received_data; 
    logic rd_en;                    
    logic [FIFO_DATA-1:0] read_data; 
    logic no_order;                 
    logic [11:0] outputDAC;         
 modport dut_mp (
        input clk,
        input rst_n,
        input  read_add,
        input  received_data,
        input rd_en,
        output  read_data,
        output no_order,
        output outputDAC
    );
endinterface 
module curam (clk,rst_n,wr_add,read_add,wr_data,read_data,wr_en,rd_en);
    input clk,rst_n,wr_en,rd_en;
    input [6:0] wr_add,read_add;
    input [24:0] wr_data;
    output [24:0] read_data;
    reg [24:0] read_data_tmp;
    reg [24:0] curam [99:0]; 
    always @(posedge clk ) begin
        if(wr_en)begin
            curam [wr_add] <=wr_data;
        end
    end
    always @(posedge clk or negedge rst_n) begin
        if(!rst_n)begin
            read_data_tmp<=0;
        end
        else begin
            if(rd_en)begin
                read_data_tmp<=curam[read_add];
            end
        end
    end
assign read_data=read_data_tmp;
endmodule
==> design/flow/run.sh <==
#!/bin/bash
# OpenROAD 26Q1-2900-gdf79404cd8, Yosys 0.63+post, stock flow scripts
make -C /OpenROAD-flow-scripts/flow DESIGN_CONFIG=/design/flow/config.mk WORK_HOME=/design/flow/orfs finish
==> design/flow/config.mk <==
export PLATFORM = sky130hd
export DESIGN_NAME = curam
export DESIGN_NICKNAME = curam
export VERILOG_FILES = /design/flow/design.v
export SDC_FILE = /design/flow/constraint.sdc
export NUM_CORES = 4
export LEC_CHECK = 1
export CORE_UTILIZATION = 40
==> design/flow/constraint.sdc <==
current_design curam

set clk_period 2.4
set clk_io_pct 0.2

create_clock -name clk0 -period $clk_period [get_ports {clk}]

set non_clock_inputs [all_inputs -no_clocks]
set_input_delay [expr $clk_period * $clk_io_pct] -clock clk0 $non_clock_inputs
set_output_delay [expr $clk_period * $clk_io_pct] -clock clk0 [all_outputs]
==> results.yml <==
# flow metrics
run_status:
  status: "complete, no violations"
setup_path:
  startpoint_type: "input pin"
  critPathMaxFanout: 26
  reg2reg_from: "curam[58][15]"
  critPathCaptureType: "flop"
  cp.arrival_ns: 3.11
  critical_path_class: "input pin to flop"
  r2r_slack_ns: 0.05
  r2r_end: "read_data_tmp[15]"
  required_ns: 3.16
  reg2reg_depth: 7
placement:
  placed_cells: 8081
  pre_cts_slack_ns: -0.959
  dp_hpwl_um: 178000
  io_buffers: 67
  place_congestion: 0.965
cells_and_area:
  finalNonFillerCells: 8569
  final_util: 0.491
  area_growth_syn_to_layout_pct: 21.7
  drive_gt1_frac: 0.358
drt:
  drt.antenna.violating_nets: 0
  drt-initial-drc-count: 3192
  vias_per_cell: 5.69
  drc: 0
  vias: 48756
  firstDrtPassIters: 5
  avgRoutedWirePerCell_um: 32.7
  finalWirelength_um: 280000
clock_network:
  cts_tree: "yes"
  cts_buffers: 281
  cts_sinks: 2525
  clk_pin_slew_ns: 0.06
  cts_buffer_depth: 4
  cts_root_buffer: "clkbuf_16"
  worstSkewPairLatency_ns: 0.92
  htreeDepth: 5
floorplan:
  dieArea_sq_mm: 0.245
  die_w_um: 495
  ios: 68
  fp_util: 0.404
  die_h_um: 495
  core_sq_mm: 0.241
  rows: 180
global_route:
  track_usage: 0.257
  overflow: 0
  first_global_vias: 53395
  grt_max_degree: 101
  antenna_found_initial: 6
  grt_pass1_wl_um: 395000
logic_synthesis:
  synth_area_sq_mm: 0.0974
  synth_cell_types: 66
  ff_type: "edfxtp_1"
  edf_count: 2500
  postSynthCellCount: 4302
  ys_area_sq_mm: 0.0974
  ys_ff: 2525
  ys_cells: 4302
  ys_seq_share: 0.778
  async_flop_share: 0.00990
  yosys_warnings: 1
  avgSynthCellArea_sq_um: 22.6
power_and_ir_drop:
  power.density_mw_per_mm2: 800
  p_leak_nw: 38.4
  vdd_drop_max_uv: 571
  fin_total_pwr_mw: 94.7
worst_hold_path:
  hold_class: "input pin to async pin"
timing:
  worstMarginPinSlew_ns: 0.757
  post-route-min-period_ns: 2.36
  setup_violations: 0
  slew_viol_final: 0
  period_used_share: 0.982
  max_freq_ghz: 0.425
  maxSlewHeadroom: 0.495
  hold_viol: 0
  fin_tns_setup_ns: 0
  fin_worst_skew_ns: 0.0755
  timing.final.ws_setup_ns: 0.0444
  rsz0062_at_grt: "false"
run:
  maxCapViolCount: 0
  warnings: 48
-- stage by stage --
| step | hold WS (ns) | area, sq um |
|---|---|---|
| 2_1_floorplan | 0.184 | 97400 |
| 4_1_cts | 0.00302 | 118000 |
| 3_5_place_dp | 0.461 | 110000 |
| 5_1_grt | 0.0295 | 118000 |
| 6_report | 0.0492 | 118000 |
| 3_3_place_gp | 0.453 | 110000 |
-- worst max-delay path by stage --
| stage | start | slack (ns) | end | depth (start not counted) |
|---|---|---|---|---|
| CTS | read_data_tmp[21] | 0.002 | read_data[21] | 1 |
| global route | curam[58][15] | 0.002 | read_data_tmp[15] | 7 |
| finish | read_add[0] | 0.04 | read_data_tmp[10] | 11 |
-- kinds of logic (layout without fill, tap and decap cells) --
family	count (synthesis)	after routing	synth area share
other cells	0	4	0
buf+inv	246	1324	0.0166
mux	842	842	0.166
compound gates	296	296	0.0216
flops	2525	2525	0.778
simple gates	393	393	0.0178
-- worst max-delay path: stages --
cell and delay [ns]:
buf_8 0.20, buf_12 0.24, buf_12 0.25, buf_4 0.26, mux4_2 0.53, mux2i_2 0.32
buf_4 0.18, o32ai_1 0.07, nor3_1 0.26, buf_4 0.18, a221oi_1 0.07
-- cell type report --
type / count / area [sq um]
antenna: 4 / 10.0
clock buffer: 345 / 7460
clock inverter: 120 / 946
fill: 18820 / 123000
inverter: 11 / 46.3
multi-input combinational: 1531 / 20800
sequential: 2525 / 75700
tap: 3185 / 3990
timing repair buffer: 848 / 9490
-- timing repair --
item	in CTS	in global routing
gates resized	47	20
pin swaps	1	3
endpoints found under the setup margin	29	13
hold buffers	6	0
setup buffers	2	12
hold endpoints to repair	45	0
-- power breakdown --
part	switching (mW)	internal (mW)	leakage, nW
clock	16.5	23.5	4.10
sequential	0.242	48.7	22.7
combinational	3.38	2.42	11.5
total	20.1	74.6	38.4
-- placed cells by master, fill, tap and decap left out, types with 20 or more instances in the layout --
cell	instances
edfxtp_1	2500
mux4_2	604
buf_4	561
clkbuf_16	289
buf_12	239
mux2i_1	203
nand2_1	116
nor2_4	82
clkinv_1	64
nor2_1	54
clkbuf_1	54
a21oi_1	47
o21ai_0	40
a22oi_1	35
nor2b_1	31
clkinv_2	26
dfrtp_2	25
nand3_1	24
nor3_1	21
o22ai_1	20
a211oi_1	20
-- routing by layer --
layer  up-vias  track usage  wire length, um
met5         -       0.0155              560
met4        12       0.0815            11800
met3       517        0.228            56600
met2      3482        0.351           125000
met1     24638        0.298            85600
li1      20107            -                -
-- state kept, by name, summed over array words and instances, names as in the netlist --
signal,cells
curam,2500
read_data_tmp,25
-- cells in the mapped netlist (all sizes together) (11+ instances only) --
cell type | n | area share
o221ai | 17 | 0.0015
mux4 | 616 | 0.14
nand2 | 116 | 0.0045
a221oi | 12 | 0.0011
a21oi | 47 | 0.0024
a32oi | 14 | 0.0013
nand4 | 16 | 0.0010
a22oi | 36 | 0.0028
edfxtp | 2500 | 0.77
nand3 | 26 | 0.0013
o211ai | 13 | 0.0010
clkbuf | 71 | 0.0027
mux2 | 19 | 0.0022
buf | 164 | 0.013
o22ai | 20 | 0.0013
a31oi | 11 | 0.00071
nor2 | 153 | 0.0059
dfrtp | 25 | 0.0064
o21ai | 41 | 0.0021
mux2i | 207 | 0.021
nor2b | 31 | 0.0020
nor3 | 23 | 0.0012
a211oi | 24 | 0.0019
Power and IR drop assume default switching activity.
